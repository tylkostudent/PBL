===== design/flow/config.mk =====
export PLATFORM = sky130hd
export DESIGN_NAME = alu
export DESIGN_NICKNAME = alu
export VERILOG_FILES = /design/flow/design.v
export SDC_FILE = /design/flow/constraint.sdc
export NUM_CORES = 4
export LEC_CHECK = 1
export CORE_UTILIZATION = 50

===== design/flow/constraint.sdc =====
current_design alu

set clk_period 25.5
set clk_io_pct 0.2

create_clock -name clk0 -period $clk_period

set non_clock_inputs [all_inputs -no_clocks]
set_input_delay [expr $clk_period * $clk_io_pct] -clock clk0 $non_clock_inputs
set_output_delay [expr $clk_period * $clk_io_pct] -clock clk0 [all_outputs]

===== design/flow/design.v =====
parameter PC_WIDTH = 6;
parameter REGISTER_WIDTH = 8;
parameter NUMBER_OF_REGISTERS = 8;
parameter MEM_WIDTH = 8;
parameter INSTRUCTION_WIDTH = 40; 
parameter OPCODE_WIDTH = 6;
parameter REGISTER_ID_WIDTH = 8;
parameter VALUE_WIDTH = 8;
parameter ADDR_WIDTH = 8;
parameter TRUE   = 1'b1;
parameter FALSE  = 1'b0;
parameter PC_WIDTH = 6;
parameter REGISTER_WIDTH = 8;
parameter NUMBER_OF_REGISTERS = 8;
parameter MEM_WIDTH = 8;
parameter INSTRUCTION_WIDTH = 40; 
parameter OPCODE_WIDTH = 6;
parameter REGISTER_ID_WIDTH = 8;
parameter VALUE_WIDTH = 8;
parameter ADDR_WIDTH = 8;
parameter TRUE   = 1'b1;
parameter FALSE  = 1'b0;
`timescale 1ns/100ps
module alu #(
    parameter WIDTH = 8,
    parameter IWIDTH = 8,
    parameter SOURCES = 4
)(
    op_code,
    source1_choice,
    bit_mem_a,
    word_mem_a,
    rf_a,
    imm_a, 
    source2_choice,
    bit_mem_b,
    word_mem_b,
    rf_b,
    imm_b,
    alu_c_in,
    alu_b_in,
    alu_c_out,
    alu_b_out,
    alu_flag_valid,
    alu_out
);
input [IWIDTH-1:0] op_code; 
input [$clog2(SOURCES)-1:0] source1_choice;
input bit_mem_a;
input [WIDTH-1:0] word_mem_a;
input [WIDTH-1:0] rf_a;
input [WIDTH-1:0] imm_a;
wire [WIDTH-1:0] in_a;
input [$clog2(SOURCES)-1:0] source2_choice;
input bit_mem_b;
input [WIDTH-1:0] word_mem_b;
input [WIDTH-1:0] rf_b;
input [WIDTH-1:0] imm_b;
wire [WIDTH-1:0] in_b;
input alu_c_in;
input alu_b_in;
output reg [WIDTH-1:0] alu_out;
output reg alu_c_out;
output reg alu_b_out;
output reg alu_flag_valid;
assign in_a = (source1_choice[1] ? (source1_choice[0] ? imm_a : word_mem_a) : (source1_choice[0] ? bit_mem_a : rf_a));
assign in_b = (source2_choice[1] ? (source2_choice[0] ? imm_b : word_mem_b) : (source2_choice[0] ? bit_mem_b : rf_b));
initial begin
    alu_c_out = 1'b0;
    alu_b_out = 1'b0;
    alu_flag_valid = 1'b0;
end
always @(*) begin
    case(op_code)
        8'h00: begin  
            alu_c_out = 1'b0;
            alu_b_out = 1'b0;
            alu_out = in_a & in_b; 
            alu_flag_valid = 1'b0;
        end
        8'h01: begin  
            alu_c_out = 1'b0;
            alu_b_out = 1'b0;
            alu_out = in_a & ~in_b;
            alu_flag_valid = 1'b0;
        end
        8'h02: begin  
            alu_c_out = 1'b0;
            alu_b_out = 1'b0;
            alu_out = in_a | in_b;
            alu_flag_valid = 1'b0;
        end
        8'h03: begin  
            alu_c_out = 1'b0;
            alu_b_out = 1'b0;
            alu_out = in_a | ~in_b;
            alu_flag_valid = 1'b0;
        end
        8'h04: begin  
            alu_c_out = 1'b0;
            alu_b_out = 1'b0;
            alu_out = in_a ^ in_b;
            alu_flag_valid = 1'b0;
        end
        8'h05: begin  
            alu_c_out = 1'b0;
            alu_b_out = 1'b0;
            alu_out = in_a ^ ~in_b; 
            alu_flag_valid = 1'b0;
        end
        8'h06: begin  
            alu_c_out = 1'b0;
            alu_b_out = 1'b0;
            alu_out = ~in_a; 
            alu_flag_valid = 1'b0;
        end
        8'h07: begin  
            alu_b_out = 1'b0;
            {alu_c_out, alu_out} = in_a + in_b + alu_c_in; 
            alu_flag_valid = 1'b1;
        end
        8'h08: begin  
            alu_c_out = 1'b0;
            {alu_b_out, alu_out} = in_a - in_b - alu_b_in;
            alu_flag_valid = 1'b1;
        end
        8'h09: begin  
            alu_c_out = 1'b0;
            alu_b_out = 1'b0;
            alu_out = in_a * in_b;
            alu_flag_valid = 1'b0;
        end
        8'h0A: begin  
            alu_c_out = 1'b0;
            alu_b_out = 1'b0;
            alu_out = in_a / in_b; 
            alu_flag_valid = 1'b0;
        end
        8'h0B: begin  
            alu_c_out = 1'b0;
            alu_b_out = 1'b0;
            alu_out = in_a % in_b; 
            alu_flag_valid = 1'b0;
        end
        8'h0C: begin  
            alu_c_out = 1'b0;
            alu_b_out = 1'b0;
            alu_out = (in_a > in_b) ? 8'hFF : 8'h00; 
            alu_flag_valid = 1'b0;
        end
        8'h0D: begin  
            alu_c_out = 1'b0;
            alu_b_out = 1'b0;
            alu_out = (in_a >= in_b) ? 8'hFF : 8'h00; 
            alu_flag_valid = 1'b0;
        end
        8'h0E: begin  
            alu_c_out = 1'b0;
            alu_b_out = 1'b0;
            alu_out = (in_a == in_b);
            alu_flag_valid = 1'b0;
        end
        8'h0F: begin  
            alu_c_out = 1'b0;
            alu_b_out = 1'b0;
            alu_out = ~(in_a == in_b); 
            alu_flag_valid = 1'b0;
        end
        8'h10: begin  
            alu_c_out = 1'b0;
            alu_b_out = 1'b0;
            alu_out = (in_a <= in_b) ? 8'hFF : 8'h00; 
            alu_flag_valid = 1'b0;
        end
        8'h11: begin  
            alu_c_out = 1'b0;
            alu_b_out = 1'b0;
            alu_out = (in_a < in_b) ? 8'hFF : 8'h00; 
            alu_flag_valid = 1'b0;
        end
        8'h1B: begin  
            alu_c_out = 1'b0;
            alu_b_out = 1'b0;
            alu_out = {WIDTH{1'b1}}; 
            alu_flag_valid = 1'b0;
        end
        8'h1C: begin  
            alu_c_out = 1'b0;
            alu_b_out = 1'b0;
            alu_out = {WIDTH{1'b0}};
            alu_flag_valid = 1'b0;
        end
        8'h1D: begin  
            alu_c_out = 1'b0;
            alu_b_out = 1'b0;
            alu_out = in_a; 
            alu_flag_valid = 1'b0;
        end
        8'h1E: begin  
            alu_c_out = 1'b0;
            alu_b_out = 1'b0;
            alu_out = ~in_a;
            alu_flag_valid = 1'b0;
        end 
        8'h1F: begin  
            alu_c_out = 1'b0;
            alu_b_out = 1'b0;
            alu_out = in_a;
            alu_flag_valid = 1'b0;
        end
        8'h20: begin  
            alu_c_out = 1'b0;
            alu_b_out = 1'b0;
            alu_out = ~in_a; 
            alu_flag_valid = 1'b0;
        end
        default: begin 
            alu_c_out = 1'b0;
            alu_b_out = 1'b0;
            alu_out = in_a;
            alu_flag_valid = 1'b0;
        end
    endcase
end
endmodule

===== design/flow/run.sh =====
#!/bin/bash
# OpenROAD 26Q1-2900-gdf79404cd8, Yosys 0.63+post, stock flow scripts
make -C /OpenROAD-flow-scripts/flow DESIGN_CONFIG=/design/flow/config.mk WORK_HOME=/design/flow/orfs finish

==> git commit body <==
Log flow metrics for this revision

* DR DRC count: 0
* Detailed-route wire length: between 15,000 and 20,000 um
- Hold Startpoint: imm_a[3]
* Number of gates resized after CTS: 0
- Worst Path Required: 20,400 ps
- Entering global routing, the biggest net connects 23 pins.
- In the final timing run, aggregate negative setup slack is 0 ps.
- The tool warning count for the run is ~51.
- Time the worst path needs with I/O delays and setup: approximately 24,000 ps
- The synthesized netlist has a Yosys-reported chip area of 0.00498 mm2.
- Die outline width: 102 um
- Setup repair after global routing left no endpoint under its margin.
* Cell count after placement: between 800 and 900
- Crit path arrival time: 18,850 ps
- Proportion of synthesized chip area in sequential cells: 0%
- GRT Total Usage: 32.2%
* FP Util: roughly half
* Worst VDD drop: 0.0000410 V
- Routability congestion estimate from global placement: 0.975
- Non-filler instance count after layout: 899
- The first global-routing pass estimated between 20,000 and 30,000 um of wire.
- Placeable core region: ~0.01 mm2
- Per the run report, area growth between synthesis and finish was 19.0%.
- For this block, the initial DRC count from the detailed router was between 200 and 250.
* Cell area power density: approximately 56 mW/mm2
- The number of sequential cells reported for the layout is 0.
- In the log, the iteration count for the first detailed-route pass is 21.
- The mapped netlist covers 0.00498 mm2.
- Hold repair after CTS inserted 0 buffers.
- Slowest cell on the critical path: clkdlybuf4s50_1
- According to the floorplan report, the total die area is between 0.01 and 0.015 mm2.
- Routed vias: roughly 5,300
* Count of buffers inserted at the top-level ports: around 75
- The script logs the ratio of routed vias to standard cells as a little under 6.
* DRT antenna net count: 0
- Final Hold Viols: 0
* Max-capacitance violation count: 0
- Count of instantiated cells in the yosys netlist: 693
* Syn_area_per_cell: 7.19 um2
* Wire length per cell after detailed routing: around 18 um
- Launch point of the worst path: source2_choice[1]
- Final-report setup violation count: 0
- Post-route period utilization is reported as 93.9%.
* Maximum fanout along the worst path: 13
- The initial antenna violation count came to 0.
- In this run the worst hold path is classified as primary input to primary output.
- Pins Over Slew Limit: 0
- The repair_antennas step left the layout with diodes totalling 0.
* Max Clock Freq: 41.8 MHz
- Per the GRT congestion report, total overflow comes to 0.
* Post-detail-place hpwl: 12,900 um
* Sequential standard cell area: 0 um2
* Worst Tran Pin Value: 854 ps
- Leakage power figure: between 2 and 3 nW
- Looking at the setup timing report, the critical path kind is primary input to primary output.
- Share of post-route cells with drive strength above 1: under 10%
- Number of buffers inserted by post-CTS setup repair: 0
- Cell Type Count: around 73
- Among all stages on the critical path, the maximum delay recorded is ~800 ps.
- In this run the count of I/O pins placed on the die edge is between 70 and 80.
* Most frequent cell on the critical path: a21oi_1
- After technology mapping, the gate count stands at about 690.
- Status: finished, final reports clean
- The number of global-route vias before repair was about 5,000.
- Startpoint type of the worst setup path: primary input
- In this run the tightest slew margin relative to its limit is between 40% and 50%.
* Yosys warnings: 1
* Setup crit end kind: primary output
- The layout has 0 clock buffers.
* Die Height: between 100 and 150 um
- Core Rows: 36
## power breakdown
group	switching, W	total (W)	internal, W
registers	0	0	0
clock network	0	0	0
logic	0.000185	0.000335	0.000150
total	0.000185	0.000335	0.000150
## kinds of logic (layout without fill, tap and decap cells)
family,after synthesis,after routing,synth area share (%)
AOI/OAI and AO/OA,204,204,28.4
adders and majority gates,100,100,27.7
buffers and inverters,85,158,6.88
muxes,30,30,6.45
xor gates and xnor gates,48,48,8.71
and+or+nand+nor,226,226,21.9
## metal layers
metal  global-route usage, %  part of all wire [%]  vias to the layer above
met5                       0                     0                        -
met4                    7.36                   2.1                        0
met3                    4.73                   6.8                       29
met2                    53.5                    46                      186
met1                    44.4                    45                     2447
li1                        -                     -                     2671
## Yosys cell counts (3+ instances only)
cell type | instances | area [um2]
and2_1 | 8 | 50.1
nand2b_1 | 11 | 68.8
nor2b_1 | 9 | 56.3
ha_1 | 83 | 1040
nand2_1 | 51 | 191
a211oi_1 | 7 | 52.6
a221o_1 | 3 | 30.0
o21a_1 | 19 | 143
a31oi_1 | 4 | 25.0
buf_2 | 3 | 15.0
or2_2 | 4 | 25.0
nor3b_1 | 3 | 22.5
a21oi_1 | 60 | 300
o211ai_1 | 8 | 60.1
o22ai_1 | 5 | 31.3
inv_2 | 6 | 22.5
a22oi_1 | 5 | 37.5
inv_1 | 62 | 233
nor3_1 | 23 | 115
nand4_1 | 5 | 31.3
a311oi_1 | 3 | 26.3
nor4_1 | 5 | 31.3
clkbuf_1 | 10 | 37.5
xor2_1 | 12 | 105
xnor2_1 | 35 | 307
o21bai_1 | 5 | 37.5
a21o_1 | 11 | 82.6
o21ai_0 | 25 | 125
nor2_1 | 67 | 251
or3_1 | 3 | 18.8
a2bb2oi_1 | 7 | 61.3
nand3_1 | 23 | 115
o31ai_1 | 5 | 37.5
mux2_2 | 6 | 67.6
mux2i_1 | 22 | 220
o21ai_1 | 6 | 30.0
fa_1 | 17 | 340
## area by class of cell
cell class	count	area [um2]
multi-input combinational	608	4650
fill	905	3800
timing repair buffer	90	863
inverter	68	255
tap	133	166
## path summary, 6_finish.rpt
check | depth (start not counted) | to
setup / recovery | 56 | alu_out[7]
hold / removal | 5 | alu_out[3]
## placed cells by master, fill, tap and decap left out, drive strengths merged, types with 4 or more instances in the layout
| cell | count |
|---|---|
| mux2i | 22 |
| inv | 68 |
| fa | 17 |
| nand2 | 51 |
| o211ai | 8 |
| o21a | 19 |
| a2bb2oi | 9 |
| o22ai | 5 |
| a22oi | 5 |
| nand3 | 23 |
| buf | 15 |
| ha | 83 |
| nand4 | 5 |
| xor2 | 12 |
| clkdlybuf4s50 | 75 |
| nor2 | 67 |
| mux2 | 7 |
| o21bai | 5 |
| nor3 | 23 |
| a211oi | 7 |
| or2 | 5 |
| nor2b | 9 |
| a21o | 11 |
| nand2b | 11 |
| a21oi | 61 |
| xnor2 | 35 |
| nor4 | 6 |
| a31oi | 4 |
| o21ai | 32 |
| o31ai | 7 |
| and2 | 9 |
## metrics by stage
step	cell area [um2]	setup WS (ps)	power [W]	util, %	hold slack [ps]
after floorplan	4980	3420	0.000260	-	10380
after global placement	5930	1970	0.000332	61.0	11430
after detailed placement	5930	1670	0.000332	61.0	11410
after CTS	5930	1630	0.000335	61.0	11420
after global routing	5930	337	0.000378	61.0	11490
final	5930	1550	0.000335	61.0	11420
## critical path: cells and delay by family
kind / cells / cell delay (ps)
AND-OR/OR-AND: 24 / 4620
AND/OR/NAND/NOR: 15 / 3950
adder cells (fa/ha/maj): 7 / 1990
buffers and inverters: 6 / 1770
multiplexers: 4 / 1430
Power and IR drop assume default switching activity.
