==> /design/flow/design.v <==
parameter PC_WIDTH = 6;
parameter REGISTER_WIDTH = 8;
parameter NUMBER_OF_REGISTERS = 8;
parameter MEM_WIDTH = 8;
parameter INSTRUCTION_WIDTH = 40; 
parameter OPCODE_WIDTH = 6;
parameter REGISTER_ID_WIDTH = 8;
parameter VALUE_WIDTH = 8;
parameter ADDR_WIDTH = 8;
parameter TRUE   = 1'b1;
parameter FALSE  = 1'b0;
parameter PC_WIDTH = 6;
parameter REGISTER_WIDTH = 8;
parameter NUMBER_OF_REGISTERS = 8;
parameter MEM_WIDTH = 8;
parameter INSTRUCTION_WIDTH = 40; 
parameter OPCODE_WIDTH = 6;
parameter REGISTER_ID_WIDTH = 8;
parameter VALUE_WIDTH = 8;
parameter ADDR_WIDTH = 8;
parameter TRUE   = 1'b1;
parameter FALSE  = 1'b0;
`timescale 1ns/100ps
module pc#(
    parameter INSTR_ADDR_SIZE = 6
) (
    clk,
    rst, 
    jmp,  
    ret,  
    jmp_addr,  
    ret_addr,
    instr_addr  
);
    input clk, rst, jmp, ret;
    input [INSTR_ADDR_SIZE - 1:0] jmp_addr, ret_addr;
    output reg [INSTR_ADDR_SIZE - 1:0] instr_addr;
    always @(posedge clk)begin 
        if (rst) begin 
            instr_addr <= {INSTR_ADDR_SIZE{1'b0}}; 
        end
        else if (jmp) begin 
            instr_addr <= jmp_addr;
        end
        else if (ret) begin 
            instr_addr <= ret_addr;
        end
        else begin 
            instr_addr <= instr_addr + 1;
        end
    end 
endmodule
==> /design/flow/run.sh <==
#!/bin/bash
# OpenROAD 26Q1-2900-gdf79404cd8, Yosys 0.63+post, stock flow scripts
make -C /OpenROAD-flow-scripts/flow DESIGN_CONFIG=/design/flow/config.mk WORK_HOME=/design/flow/orfs finish
==> /design/flow/config.mk <==
export PLATFORM = sky130hd
export DESIGN_NAME = pc
export DESIGN_NICKNAME = pc
export VERILOG_FILES = /design/flow/design.v
export SDC_FILE = /design/flow/constraint.sdc
export NUM_CORES = 4
export LEC_CHECK = 1
export CORE_AREA = 10 10 70 70
export DIE_AREA = 0 0 80 80
==> /design/flow/constraint.sdc <==
current_design pc

set clk_period 1.4
set clk_io_pct 0.2

create_clock -name clk0 -period $clk_period [get_ports {clk}]

set non_clock_inputs [all_inputs -no_clocks]
set_input_delay [expr $clk_period * $clk_io_pct] -clock clk0 $non_clock_inputs
set_output_delay [expr $clk_period * $clk_io_pct] -clock clk0 [all_outputs]
==> results.json <==
{
  "leakagePower_nw": 0.254,
  "clk_pin_slew_worst_paths_ns": 0.05,
  "dp_hpwl_mm": 1.12,
  "area_leaders": "dfxtp_1 34%, a2111oi_4 7.7%, a21oi_1 7.0%",
  "yosysUniqueCellTypes": 19,
  "gp_congestion": 0.757,
  "cp.required_ns": 1.12,
  "design.core.area_um2": 3420,
  "chipArea_um2": 6400,
  "synth_cells": 43,
  "cp.arrival_ns": 1.07,
  "largest_reg_flops": 6,
  "regArea_um2": 130,
  "antenna_found_initial": 0,
  "ant_nets": 0,
  "slowest_delay_ns": 0.47,
  "fill_cells": 386,
  "outcome": "finished clean",
  "critPathKind": "flip-flop to output port",
  "post-route-util_pct": 20.0,
  "drc": 0,
  "tightest_slew_ns": 0.307,
  "largest_area_cell": "dfxtp_1",
  "cp-start-kind": "flip-flop",
  "vdd_drop_max_v": 0.000142,
  "grtUsageTotal_pct": 4.03,
  "vias": 397,
  "grt_pass1_wl_mm": 2.04,
  "avgSynthCellArea_um2": 8.29,
  "slew_headroom_pct": 79.5,
  "synth_flops": 6,
  "clockRootBuffer": "clkbuf_4",
  "drtIter0Drc": 29,
  "dpl.cell_count": 112,
  "end_kind": "output port",
  "firstDrtPassIters": 4,
  "cts.sinks": 6,
  "maxCapViolCount": 0,
  "clkLatencyLatePin_ns": 0.24,
  "via_per_inst": 3.42,
  "ys_seq_share_pct": 33.7,
  "holdPathStages": 3,
  "skew_ns": 0.00552,
  "final_common_cell": "clkdlybuf4s50_1",
  "finalCritPeriodShare_pct": 96.3,
  "area_delta_synth_final_pct": 91.9,
  "top_regs": "instr_addr: 6 flops",
  "yosysWarnings": 1,
  "critPathTopFamily": "buffers and inverters",
  "drive_gt1_share_pct": 22.9,
  "slew_viol_final": 0,
  "stdcell_count": 116,
  "drt-total-wl_mm": 1.26,
  "lay_top_cells": "21 x clkdlybuf4s50_1, 5 x a21oi_1, 5 x dfxtp_2, 5 x buf_4",
  "setup_viol": 0,
  "fp_util_pct": 10.4,
  "place_area_um2": 644,
  "boundaryPins": 22,
  "grt_max_degree": 10,
  "top_area_share_pct": 33.7,
  "antenna_cells": 0,
  "ys_area_um2": 357,
  "min_period_ns": 1.35,
  "grt_pass1_vias": 410,
  "synth_area_um2": 357,
  "path_cells": "clkdlybuf4s50_1",
  "r2r_cells": 5,
  "path_buffers": 1,
  "fin_area_um2": 684,
  "regMostFlops": "instr_addr",
  "crit_slowest_cell": "clkdlybuf4s50_1",
  "cts_tree": "done",
  "fmax_ghz": 0.741,
  "cp_max_fo": 5,
  "cts_buffers": 3,
  "cp.depth": 1,
  "dieWidth_um": 80,
  "openroad.warnings": 25,
  "hold_violations": 0,
  "row_count": 21,
  "cts_buffer_depth": 2,
  "rsz0062_at_grt": "false",
  "wire_per_inst_um": 10.9,
  "die_height_um": 80,
  "numPortBuffers": 21,
  "ys_cells": 43,
  "power_density_nw_per_um2": 708,
  "gr-total-overflow": 0,
  "hold_path_class": "primary input to flip-flop",
  "multiInputGateArea_um2": 215,
  "htree_levels": 1
}
cells in the mapped netlist:
cell type  instances
mux2i_1            2
a21oi_1            5
nand3_1            1
inv_1              3
nor3_1             1
xnor2_1            2
dfxtp_1            6
ha_1               1
o21a_1             1
a2111oi_4          1
o21ai_0            4
o211ai_1           2
and3_1             1
clkbuf_2           1
and4_4             1
nand2_1            4
buf_2              1
a31oi_1            2
nor2_1             4
path summary, 6_finish.rpt:
| path | startpoint | endpoint | slack, ns |
|---|---|---|---|
| worst max-delay path | instr_addr[2]$_SDFF_PP0_ | instr_addr[2] | 0.05 |
| worst min-delay path | jmp_addr[4] | instr_addr[4]$_SDFF_PP0_ | 0.60 |
| worst max register to register | instr_addr[0]$_SDFF_PP0_ | instr_addr[4]$_SDFF_PP0_ | 0.28 |
| worst min register to register | instr_addr[0]$_SDFF_PP0_ | instr_addr[0]$_SDFF_PP0_ | 0.62 |
what timing repair did:
action	in CTS	in global routing
buffers inserted	0	1
gates resized	6	1
endpoints found under the setup margin	5	2
hold buffers	0	0
pin swaps	0	0
per-stage QoR:
step	total power [W]	TNS (ns)	hold slack [ns]	setup slack [ns]
after floorplan	0.000244	0	0.349	0.346
after global placement	0.000330	-0.335	0.630	-0.100
after detailed placement	0.000331	-0.437	0.624	-0.119
after CTS	0.000494	0	0.591	0.00636
after global routing	0.000519	0	0.606	0.00180
final	0.000484	0	0.601	0.0513
layout make-up:
type,count,share of cell area (%)
Sequential cell,6,19.0
Timing Repair Buffer,26,36.2
Inverter,3,1.65
Tap cell,46,8.41
Clock buffer,3,3.29
Multi-Input combinational cell,32,31.4
metal layers:
metal | part of all wire, % | global-route usage (%) | vias to the layer above
li1 | - | - | 210
met1 | 37 | 4.26 | 176
met2 | 54 | 7.22 | 9
met3 | 7.8 | 1.70 | 2
met4 | 1.1 | 0.880 | 0
met5 | 0 | 0 | -
report_power, final:
| part | switching [W] | internal [W] |
|---|---|---|
| registers | 0.0000132 | 0.000186 |
| clock network | 0.0000571 | 0.0000966 |
| logic | 0.0000432 | 0.0000884 |
logic make-up after synthesis:
group,Yosys count,share of synthesized area [%]
buf+inv,5,5.96
xor+xnor,2,4.91
fa+ha+maj,1,3.51
compound gates,15,30.2
flops,6,33.7
mux,2,5.61
simple gates,12,16.1
No activity file was given, so power comes from the tool's default toggle rates.
