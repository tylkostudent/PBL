[design/flow/design.v]
parameter PC_WIDTH = 6;
parameter REGISTER_WIDTH = 8;
parameter NUMBER_OF_REGISTERS = 8;
parameter MEM_WIDTH = 8;
parameter INSTRUCTION_WIDTH = 40; 
parameter OPCODE_WIDTH = 6;
parameter REGISTER_ID_WIDTH = 8;
parameter VALUE_WIDTH = 8;
parameter ADDR_WIDTH = 8;
parameter TRUE   = 1'b1;
parameter FALSE  = 1'b0;
parameter PC_WIDTH = 6;
parameter REGISTER_WIDTH = 8;
parameter NUMBER_OF_REGISTERS = 8;
parameter MEM_WIDTH = 8;
parameter INSTRUCTION_WIDTH = 40; 
parameter OPCODE_WIDTH = 6;
parameter REGISTER_ID_WIDTH = 8;
parameter VALUE_WIDTH = 8;
parameter ADDR_WIDTH = 8;
parameter TRUE   = 1'b1;
parameter FALSE  = 1'b0;
`timescale 1ns/100ps
module stack (clock, call, ret, reset, called_from, return_to);
   input call;
   input ret;
   input reset;
   input		      clock;
   input [PC_WIDTH-1:0] called_from;
   output reg [PC_WIDTH-1:0] return_to;   
   reg  [PC_WIDTH-1:0]	       returnStack[16];
   reg  [3:0]		       stackOffset;
   reg  [3:0]	               previousStackOffset;  
assign previousStackOffset = stackOffset ? (stackOffset -1) : 0;
assign return_to = returnStack [previousStackOffset];
always @(posedge clock)
  if (call == 1'b1)begin
    returnStack [stackOffset] <= called_from + 1;
  end
always @ (posedge clock) begin  
  case ({call,ret,reset})
    3'b100: stackOffset <= stackOffset + 1'b1;
    3'b010: stackOffset <= stackOffset - 1'b1;
    3'b001: stackOffset <= 0;
    default: stackOffset <= stackOffset; 
  endcase  
end
initial begin
  stackOffset = 0;
end
endmodule  
[design/flow/run.sh]
#!/bin/bash
# OpenROAD 26Q1-2900-gdf79404cd8, Yosys 0.63+post, stock flow scripts
make -C /OpenROAD-flow-scripts/flow DESIGN_CONFIG=/design/flow/config.mk WORK_HOME=/design/flow/orfs finish
[design/flow/config.mk]
export PLATFORM = sky130hd
export DESIGN_NAME = stack
export DESIGN_NICKNAME = stack
export VERILOG_FILES = /design/flow/design.v
export SDC_FILE = /design/flow/constraint.sdc
export NUM_CORES = 4
export LEC_CHECK = 1
export CORE_UTILIZATION = 30
[design/flow/constraint.sdc]
current_design stack

set clk_period 6.0
set clk_io_pct 0.2

create_clock -name clk0 -period $clk_period [get_ports {clock}]

set non_clock_inputs [all_inputs -no_clocks]
set_input_delay [expr $clk_period * $clk_io_pct] -clock clk0 $non_clock_inputs
set_output_delay [expr $clk_period * $clk_io_pct] -clock clk0 [all_outputs]
==> flow_results.org <==
* Flow results

** STA
- Pins over their slew limit :: 0
- In the final report, the number of hold violations comes to 0.
- The transition time recorded at the tightest slew-check pin is ~0.70 ns.
- Adding up every negative setup slack in the final design gives 0 ns.
- Final hold analysis gives a worst-case slack of 0.748 ns.
- Setup repair after global routing left no endpoint under its margin.
- Final critical path time including I/O delays and setup :: 4.46 ns
- In this build the clock could be raised as far as roughly 0.22 GHz.
- The final report lists the setup-violating endpoint count as 0.
- Clock skew after layout :: 0.00632 ns
- In the finished design, the share of the clock period the worst path needs comes to 0.743.
- Max-Slew Margin vs Limit :: 0.535

** Placed design
- The placement summary gives the final routability congestion estimate as 0.824.
- According to the dpl log, the detail-placed design has an HPWL of 6020 um.
- Cell Count Post-Placement :: ~500
- Port buffering added 15 buffers.

** Worst setup path
- The worst setup path is of the reg -> out kind.
- Data required time at the worst endpoint :: approximately 4.8 ns
- Kind of end point of the critical path :: output port
- Measured in cells, the most critical reg-to-reg path has a length of 4.
- Arrival time of the worst setup path :: 3.26 ns
- Kind of launch point of the worst setup path :: flop
- Max Fanout on Critical Path :: 25

** Clock network
- Post-CTS repair changed the size of 0 cells.
- Per the repair_timing log after CTS, setup buffers inserted total 0.
- Clk sink count :: 100
- Inserted Clock Buffers :: 9
- TritonCTS clock tree :: built
- Post-CTS clock slew at the launch and capture registers of the worst setup and hold paths :: around 0.060 ns
- Hold bufs inserted after CTS :: 0
- Latency at later pin :: 0.34 ns
- CTS Root Buffer Type :: clkbuf_16
- The clock tree synthesis step divided the H-tree into 3 levels.
- Max clock buf depth :: 2

** Cells and area
- From synthesis to final layout, the design area changed by 12.1%.
- The top cell type in the final layout, fill and taps aside, is edfxtp_1.
- Highest-count cells in the layout ignoring fill and taps :: edfxtp_1 (100), mux2i_1 (24), a21boi_0 (22), nor2_1 (22), a21oi_1 (19)
- Per the final layout report, the fraction of cells sized above drive strength 1 comes to 0.122.
- Layout Cells excl Fill :: between 500 and 600

** Die
- Placeable core area :: 0.0151 mm2
- Chip area :: roughly 0.016 mm2
- Die X-Extent :: 126 um
- Rows :: 45
- IO Count :: 16
- At the floorplan stage, the core utilization is reported as 0.306.
- Height of the die :: 126 um

** GRT
- The initial antenna violation count was 0.
- Grt total ovfl :: 0
- Global-route wire length before repair :: 14600 um
- Vias in the first global route :: 2695
- Entering global routing, the biggest net connects 35 pins.
- Across every metal layer, demand over resource in global routing totals 0.127.

** Detailed routing
- In the routed layout, each cell is associated on average with a via count of 5.04.
- Detailed routing inserted a total of roughly 2600 vias.
- The final layout contains routed wiring with a total length of 9200 um.
- Post-DR wirelength/cell :: between 15 and 20 um
- TritonRoute reported its final design rule violation total as 0.
- In the log, the iteration count for the first detailed-route pass is 4.
- Antenna diodes :: 0
- Initial drt markers :: 109
- Count of nets left with antenna violations after detail routing :: 0

** Synthesis
- Per the Yosys statistics, synthesis produced 311 cells.
- Synthesis handed over a netlist of 311 instances.
- For reference, the post-synthesis area per instance comes to 14.9 um2.
- Count of synthesis-stage warnings from yosys :: 3
- Post-synth ARST share :: 0
- Number of enable flip-flop cells :: 100
- Counting distinct cell types in the post-synthesis netlist gives 45.
- The most used flip-flop cell after synthesis is edfxtp_1.
- The stat command in Yosys gives a chip area of 0.00464 mm2.
- Cell area after synthesis :: 0.00464 mm2
- Register area share after synthesis :: 0.647
- Once synthesis finished, the tally of register bits stood at 100.

** Job
- Max capacitance violation total :: 0
- In this run the tools logged warnings totalling 29.

** Min path
- Hold crit path type :: reg -> reg
- The number of cells on the worst hold path is listed as 2.

** Power and ir drop
- Summed over all cells, the static leakage comes to 1.70 nW.
- Worst voltage drop across the vdd grid :: between 0.0001 and 0.00015 V
- Areal power density over the cells :: 328 mW/mm2

** Run status
- The run finished with clean final reports.
-- flip-flops by register name (all words and copies together) (netlist names) --
| register | count |
|---|---|
| returnStack | 96 |
| stackOffset | 4 |
-- cells in the mapped netlist, types with 2 or more instances --
master / instances / share of area
a2bb2oi_1: 4 / 0.0076
a31oi_1: 5 / 0.0067
nand3_1: 3 / 0.0032
a21boi_1: 3 / 0.0049
ha_1: 6 / 0.016
o2bb2ai_2: 3 / 0.0097
nor2b_1: 2 / 0.0027
nand2b_1: 3 / 0.0040
a221oi_1: 4 / 0.0076
a21boi_0: 22 / 0.036
edfxtp_1: 100 / 0.65
a32oi_1: 5 / 0.0094
buf_2: 6 / 0.0065
clkbuf_1: 3 / 0.0024
clkbuf_8: 5 / 0.015
xor2_1: 3 / 0.0057
mux2i_1: 24 / 0.052
buf_6: 5 / 0.012
nand2_1: 12 / 0.0097
a21oi_1: 19 / 0.020
o2bb2ai_1: 17 / 0.032
a221oi_2: 5 / 0.016
xnor2_1: 3 / 0.0057
inv_1: 7 / 0.0057
nor2_1: 22 / 0.018
-- logic make-up (layout without fill, tap and decap cells) --
| family | Yosys count | after routing | synth area share |
|---|---|---|---|
| xor+xnor | 6 | 6 | 0.0113 |
| fa+ha+maj | 6 | 6 | 0.0162 |
| flops | 100 | 100 | 0.647 |
| simple gates | 53 | 53 | 0.0628 |
| mux | 25 | 25 | 0.0542 |
| buf+inv | 28 | 46 | 0.0467 |
| compound gates | 93 | 93 | 0.162 |
-- routing by layer --
metal / GRT usage / part of all wire / vias to the layer above
met5: 0 / 0 / -
met4: 0.0142 / 0.013 / 0
met3: 0.0529 / 0.083 / 12
met2: 0.205 / 0.48 / 89
met1: 0.173 / 0.43 / 1268
li1: - / - / 1235
-- path summary, 6_finish.rpt --
check	slack, ns	to	from
max	1.54	return_to[2]	stackOffset[0]$_DFFE_PP_
min	0.75	stackOffset[3]$_DFFE_PP_	stackOffset[1]$_DFFE_PP_
max reg2reg	3.80	returnStack[7][3]$_DFFE_PP_	stackOffset[0]$_DFFE_PP_
min reg2reg	0.75	stackOffset[3]$_DFFE_PP_	stackOffset[1]$_DFFE_PP_
-- area by class of cell --
| cell class | count | area (um2) |
|---|---|---|
| fillers | 1428 | 9950 |
| flip-flops and latches | 100 | 3000 |
| multi-input cells | 183 | 1420 |
| well taps | 188 | 235 |
| clock buffers | 9 | 225 |
| repair buffers | 22 | 203 |
| clock inverters | 7 | 83.8 |
| inverters | 8 | 30.0 |
-- worst max-delay path: stages (launching register included) --
cell             delay, ns
edfxtp_1              0.40
inv_2                 0.36
ha_1                  0.32
or2b_1                0.28
a21oi_4               0.50
a21boi_1              0.28
a221oi_2              0.08
a21oi_1               0.21
clkdlybuf4s50_1       0.49
-- power by group --
group / internal [mW] / total (mW) / switching (mW) / leakage [nW]
clock: 0.329 / 0.584 / 0.255 / 0.147
sequential: 0.799 / 0.812 / 0.0126 / 0.905
combinational: 0.130 / 0.313 / 0.183 / 0.650
-- per-stage QoR --
step | utilization | power [mW] | area [um2] | setup WS, ns
after CTS | 0.343 | 1.72 | 5200 | 1.51
after global placement | 0.323 | 1.14 | 4890 | 2.02
after floorplan | - | 1.05 | 4640 | 2.62
after detailed placement | 0.323 | 1.14 | 4890 | 1.89
final | 0.343 | 1.71 | 5200 | 1.54
after global routing | 0.343 | 1.78 | 5200 | 1.34
Power figures rest on the tool's default switching activity, not on a simulated workload.
